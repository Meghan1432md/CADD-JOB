## /design/flow/constraint.sdc

```tcl
current_design bcd_adder

set clk_period 11.6
set clk_io_pct 0.2

create_clock -name clk0 -period $clk_period

set non_clock_inputs [all_inputs -no_clocks]
set_input_delay [expr $clk_period * $clk_io_pct] -clock clk0 $non_clock_inputs
set_output_delay [expr $clk_period * $clk_io_pct] -clock clk0 [all_outputs]
```

## /design/flow/config.mk

```make
export PLATFORM = sky130hd
export DESIGN_NAME = bcd_adder
export DESIGN_NICKNAME = bcd_adder
export VERILOG_FILES = /design/flow/design.v
export SDC_FILE = /design/flow/constraint.sdc
export NUM_CORES = 4
export LEC_CHECK = 1
export CORE_AREA = 10 10 70 70
export DIE_AREA = 0 0 80 80
```

## /design/flow/run.sh

```bash
#!/bin/bash
# OpenROAD 26Q1-2900-gdf79404cd8, Yosys 0.63+post, stock flow scripts
make -C /OpenROAD-flow-scripts/flow DESIGN_CONFIG=/design/flow/config.mk WORK_HOME=/design/flow/orfs finish
```

## /design/flow/design.v

```verilog
module bcd_adder (input  logic [7:0] A,input  logic [7:0] B,
    input  logic Cin,output logic [7:0] S,output logic Cout);
    logic [4:0] lsum, usum;
    logic [3:0] nibble0_sum, nibble1_sum;
    logic       carry0, carry1;
    assign lsum = {1'b0, A[3:0]} + {1'b0, B[3:0]} + Cin;
    assign carry0 = (lsum[4] | (lsum[3:0] > 4'd9));
    assign nibble0_sum = carry0 ? (lsum[3:0] + 4'd6) : lsum[3:0];
    assign usum = {1'b0, A[7:4]} + {1'b0, B[7:4]} + carry0;
    assign carry1 = (usum[4] | (usum[3:0] > 4'd9));
    assign nibble1_sum = carry1 ? (usum[3:0] + 4'd6) : usum[3:0];
    assign S = {nibble1_sum, nibble0_sum};
    assign Cout = carry1;
endmodule
```

==> deck_impl_summary.md <==
Synthesis and Place & Route Summary

Floorplan
  – Die X: 80 um
  – # IOs: 26
  – Fp_density: 16.6%
  – Placeable Area: 3420 sq um
  – Die Ht: 80 um
  – Num rows: 21
  – Die ar.: 6400 sq um

Worst setup path
  – Crit path kind: input port to output pin
  – Critical Path RT: 9.28 ns
  – Bufs and invs on worst path: 3
  – CP max FO: 8
  – CP Capture Type: output pin
  – CP max-delay cell: fa_1
  – Cell breakdown of the critical path: clkdlybuf4s50_1 > fa_1 > fa_1 > a21o_1 > a21oi_1 > o21ai_0 > fa_1 > inv_1 > fa_1 > ha_1 > or2_2 > mux2i_1 > clkdlybuf4s50_1
  – CP arrival: 6.41 ns
  – CP most frequent cell: fa_1
  – CP delay by family, top: adder cells
  – Max incr delay on CP: 0.52 ns
  – Setup crit start kind: input port

Global routing
  – Congestion Overflow GR: 0
  – First-pass GRT wire length: 2210 um
  – Initial antenna violation count: 0
  – Largest net degree at the start of global routing: 10
  – GRT Util Overall: 4.08%
  – Vias in the first global route: 477

Layout
  – Proportion of layout cells with a drive suffix above 1: 6.32%
  – Flip-flops: 0
  – Fillers: 384
  – Post-Layout Cell Count: 141
  – Register area: 0 sq um
  – Clk_buf instances: 0
  – Area Growth Syn to Fin: 54.7%
  – Post-route cell area: 877 sq um

Timing
  – Final Critical Period: 8.73 ns
  – Final hold vios: 0
  – Final WS setup: 2.87 ns
  – Final hold slack: 5.73 ns
  – Final Max Slew Viols: 0
  – Cycle use final: 75.3%
  – Slew margin rel.: 74.6%
  – Unrepaired setup endpoints after global routing: no
  – Max Clock Freq: 115 MHz
  – Total negative setup slack: 0 ns
  – # setup viols final: 0
  – Slew @ Worst Pin: 0.371 ns

Synthesis
  – Syn avg cell area: 7.98 sq um
  – Synth area leader: ha_1
  – Top cell area share: 17.7%
  – Yosys top cell by instances: ha_1
  – Ys Warns: 0
  – Synth cell types: 34
  – Yosys chip area: 567 sq um
  – Yosys Instances: 71
  – Seq share, synth: 0%
  – Synth Cell Area: 567 sq um
  – Post-synthesis cell count: 71
  – Top cells by count: ha_1, inv_1, nor2_1
  – Largest cells by area: ha_1, fa_1, mux2i_1, a21o_1, inv_1

Placed design
  – Place WS: 2.84 ns
  – Dpl cells: 141
  – Port buffer count: 26
  – Placed Area: 877 sq um
  – Final Wtd Congestion: 0.807
  – HPWL after DPL: 1310 um

Power
  – Pwr per Cell Area: 80.4 nW/um^2
  – Leakage: 0.375 nW
  – Maximum VDD drop: 0.0288 mV

Flow run
  – OpenROAD warning count: 32
  – Max-cap viol count: 0

Route
  – TritonRoute pass-1 iters: 4
  – Number of DRC markers in iteration 0: 34
  – N_diodes: 0
  – Avg Vias per Cell: 4.28
  – Routed WL: 1500 um
  – Vias: 603
  – Residual DRC: 0
  – Final ANT Viol Nets: 0
  – Wire per inst: 10.6 um

Clocking
  – Post-CTS Setup Bufs: 0
  – Hold_buf cts: 0
  – Cts repair resizes: 0

Outcome
  – Status: finished clean

Min path
  – Min-delay worst type: input port to output pin
through the flow:
step	total power [mW]	util [%]
after floorplan	0.0366	-
after global placement	0.0701	25.7
after detailed placement	0.0709	25.7
after CTS	0.0716	25.7
after global routing	0.0790	25.7
final	0.0705	25.7
kinds of logic after synthesis:
family	after synthesis	synth area share, %
AND-OR/OR-AND	23	30.5
XOR/XNOR	4	7.51
adder cells (fa/ha/maj)	12	31.8
buffers and inverters	10	6.62
multiplexers	4	7.06
AND/OR/NAND/NOR	18	16.6
cell type report:
type / count / area, sq um / share of cell area, %
Multi-Input combinational cell: 61 / 529 / 60.3
Inverter: 8 / 30.0 / 3.42
Tap cell: 46 / 57.6 / 6.56
Timing Repair Buffer: 26 / 260 / 29.7
layout by cell type (no fill, tap or decap), drive strengths merged, types with 2 or more instances in the layout:
cell type / instances
ha: 8
o211ai: 2
and3: 2
fa: 4
or2: 2
inv: 8
a21o: 4
a21oi: 5
xor2: 4
clkdlybuf4s50: 26
mux2i: 4
nor3: 2
nor2: 6
o21ai: 2
final timing paths:
kind | cells past startpoint | slack [ns] | end | startpoint
max | 13 | 2.87 | S[7] | A[0]
min | 3 | 5.73 | S[0] | Cin
per-layer routing:
layer / share of wire (%) / wire length, um / vias to the layer above / global-route usage (%)
met5: 0 / 0 / - / 0
met4: 0 / 0 / 0 / 0
met3: 12 / 180 / 0 / 1.70
met2: 34 / 506 / 30 / 4.57
met1: 54 / 814 / 259 / 6.96
li1: - / - / 314 / -
where the power goes:
| part | leakage, nW | total, mW | internal [mW] | switching [mW] |
|---|---|---|---|---|
| sequential | 0 | 0 | 0 | 0 |
| clock | 0 | 0 | 0 | 0 |
| combinational | 0.375 | 0.0705 | 0.0417 | 0.0289 |
Power is estimated from default activity; no workload was simulated.
