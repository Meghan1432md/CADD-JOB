==> ./design.v <==
module fp_multiplier (
  input [31:0] a,
  input [31:0] b,
  output [31:0] result
);
  wire sign_a, sign_b, sign_result;
  wire [7:0] exp_a, exp_b, exp_result;
  wire [23:0] mant_a, mant_b, mant_result;
  wire [47:0] mant_mult;
  wire [7:0] exp_sum;
  assign sign_a = a[31];
  assign sign_b = b[31];
  assign exp_a = a[30:23];
  assign exp_b = b[30:23];
  assign mant_a = {1'b1, a[22:0]};
  assign mant_b = {1'b1, b[22:0]};
  assign sign_result = sign_a ^ sign_b;
  assign exp_sum = exp_a + exp_b - 8'd127;
  assign mant_mult = mant_a * mant_b;
  assign mant_result = mant_mult[47] ? mant_mult[46:24] : mant_mult[45:23];
  assign exp_result = mant_mult[47] ? exp_sum + 1 : exp_sum;
  assign result = {sign_result, exp_result, mant_result[22:0]};
endmodule
==> ./run.sh <==
#!/bin/bash
# OpenROAD 26Q1-2900-gdf79404cd8, Yosys 0.63+post, stock flow scripts
make -C /OpenROAD-flow-scripts/flow DESIGN_CONFIG=/design/flow/config.mk WORK_HOME=/design/flow/orfs finish
==> ./config.mk <==
export PLATFORM = sky130hd
export DESIGN_NAME = fp_multiplier
export DESIGN_NICKNAME = fp_multiplier
export VERILOG_FILES = /design/flow/design.v
export SDC_FILE = /design/flow/constraint.sdc
export NUM_CORES = 4
export LEC_CHECK = 1
export CORE_UTILIZATION = 40
==> ./constraint.sdc <==
current_design fp_multiplier

set clk_period 25.8
set clk_io_pct 0.2

create_clock -name clk0 -period $clk_period

set non_clock_inputs [all_inputs -no_clocks]
set_input_delay [expr $clk_period * $clk_io_pct] -clock clk0 $non_clock_inputs
set_output_delay [expr $clk_period * $clk_io_pct] -clock clk0 [all_outputs]
==> Changelog: implementation <==
### Changed

* Post-placement setup slack at 7.07 ns
* Via total after detailed routing at 14.1k
* Count of tool warnings at 33
* Setup Total Neg Slack at 0 ns
* Die area at 0.0490 mm^2
* Die Y at 221 um
* Sum of overflow across all layers after global routing at 0
* Crit. End Element: output port
* Resized cells post-CTS at 0
* Max Fclk at 0.0533 GHz
* Layout clock buffers at 0
* Worst hold slack after final layout at 11.24 ns
* I/O Buffers at 96
* Measured slew at the worst slew-check pin at 1.02 ns
* HPWL after detailed placement at 39700 um
* Final Worst Setup Slack at 7.05 ns
* Slew headroom at 30.3%
* Number of DRC markers in iteration 0 at 474
* Layout area overhead at 8.66%
* First-pass GRT wire length at 82400 um
* Post-synth area from yosys stat at 0.0192 mm^2
* Average wire per standard cell at 17.5 um
* Count of pins over their slew limit at 0
* Min-delay worst type: input pin to output port
* Final setup vio count at 0
* Result of the run: finished, final reports clean
* Core footprint at 0.0476 mm^2
* Yosys Instances at 2205
* Pin count of the biggest net entering global routing at 41
* Number of antenna violations at the first check in global routing at 2
* Number of hold violations in the final report at 0
* Average cell area after synthesis at 8.73 um^2
* Post-CTS setup-driven buffer insertion count at 0
* Number of instances in the synthesized netlist at 2205
* Share of the clock period used by the worst path after layout at 72.7%
* Number of ports placed on the die boundary at 96
* Max Cap Violations at 0
* Final critical path time including I/O delays and setup at 18.75 ns
* First-pass DRT Iterations at 4
* Number of placement rows at 80
* Hold buffer count at cts at 0
* Data arrival time of the critical path at 13.59 ns
* Number of global-route vias before repair at 15.4k
* Initial core utilization at 40.4%
* Sequential element share of the synthesized area at 0%
* Fillers at 4646
* Unrepaired setup endpoints after global routing: no
* Total number of sequential cells at 0
* Final standard cell utilization of the core at 43.9%
* DRC violations left at 0
* Top fanout value on the critical path at 40
* Register area at 0 um^2
* Crit Path Category: input pin to output port
* Final ANT Viol Nets at 0
* Crit path required time at 20.64 ns
* Combined area of all synthesized cells at 0.0192 mm^2
* Global placer's final weighted congestion at 0.939
* X dimension of the die at 221 um
* Combined global-route utilization of all metal layers at 23.0%
* Fraction of layout cells with a size suffix above 1 at 2.58%
* Setup crit start kind: input pin
* Number of synthesis warnings at 0
* Number of different library cells in the post-synthesis netlist at 59
* Via-to-Cell Ratio at 4.94
* WL final at 50000 um
* Multi-input logic area at 0.0166 mm^2
[per-layer routing]
metal | up-vias | share of wire [%] | track usage (%)
li1 | 6469 | - | -
met2 | 548 | 49 | 36.8
met5 | - | 0 | 0.0978
met4 | 0 | 2.4 | 4.26
met1 | 7062 | 38 | 29.9
met3 | 60 | 11 | 10.4
[final timing paths]
check / cells past startpoint / to / from
hold / removal: 3 / result[31] / a[31]
setup / recovery: 25 / result[21] / b[0]
[Yosys cell counts, types with 4 or more instances]
master	count	share of area (%)
mux2_1	16	0.94
o21a_1	8	0.31
a211oi_1	4	0.16
and3_1	6	0.20
inv_1	596	12
fa_1	482	50
nor2b_1	5	0.16
a31oi_1	6	0.20
nand2_1	292	5.7
xor2_1	13	0.59
a21o_1	21	0.82
ha_1	183	12
o21ai_1	7	0.18
nand4_1	7	0.23
clkbuf_1	93	1.8
a21oi_1	43	1.1
a2111oi_0	4	0.18
xnor2_1	28	1.3
o21bai_1	5	0.20
nand3_1	6	0.16
nor2_1	59	1.2
nor3_1	10	0.26
and2_1	239	7.8
o21ai_0	19	0.49
[logic make-up after synthesis]
family	Yosys count	synth area share, %
AOI/OAI and AO/OA	141	4.89
adders and majority gates	665	62.0
xor gates and xnor gates	41	1.87
and+or+nand+nor	640	16.4
muxes	18	1.05
buffers and inverters	700	13.8
[per-stage QoR]
step	cells	area, um^2
detailed placement	2861	20900
global route	2862	20900
CTS	2861	20900
finish	2862	20900
floorplan	2205	19200
global placement	2861	20900
[critical path: stages]
cell             delay [ns]
clkdlybuf4s50_1        0.81
and2_1                 0.39
fa_1                   0.51
fa_1                   0.61
inv_1                  0.08
fa_1                   0.44
fa_1                   0.54
inv_1                  0.05
fa_1                   0.46
fa_1                   0.57
inv_1                  0.06
fa_1                   0.49
inv_1                  0.05
ha_1                   0.37
nand3_1                0.15
nor2_1                 0.05
a32oi_1                0.45
o21ai_1                0.20
o31ai_1                0.43
o211ai_2               0.19
a211oi_4               0.21
buf_4                  0.43
a21oi_1                0.08
a311oi_1               0.27
clkdlybuf4s50_1        0.51
[placed cells by master, fill, tap and decap left out, types with 3 or more instances in the layout]
cell type / n
clkdlybuf4s50_1: 96
and2_1: 239
a31oi_1: 6
buf_4: 46
nand4_1: 7
a211oi_1: 4
o21ai_0: 19
and3_1: 6
clkinv_1: 3
nor3_1: 10
xnor2_1: 28
a21o_1: 21
nand3_1: 6
ha_1: 183
nor2_1: 59
xor2_1: 13
and4_1: 3
inv_1: 596
nand2_1: 292
o21bai_1: 5
o21ai_1: 7
a2111oi_0: 4
or3_1: 3
a21oi_1: 43
o21a_1: 8
nor2b_1: 5
fa_1: 482
mux2_1: 16
[area by class of cell]
type	instances	area share, %
inverters	599	10.7
multi-input cells	1505	79.3
repair buffers	142	6.24
diodes	1	0.0120
well taps	615	3.68
